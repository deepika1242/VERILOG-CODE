==> flow/design.v <==
module updown_counter( 
  input clk,reset,updown,
output reg [7:0] count);
always @(posedge clk, negedge reset)
  begin
if (!reset)
  begin
count <= 2'b0;
end
else if (updown)
  begin
count <= count + 1;
end
else
  begin
count <= count - 1;
end
end
endmodule
==> flow/run.sh <==
#!/bin/bash
# OpenROAD 26Q1-2900-gdf79404cd8, Yosys 0.63+post, stock flow scripts
make -C /OpenROAD-flow-scripts/flow DESIGN_CONFIG=/design/flow/config.mk WORK_HOME=/design/flow/orfs finish
==> flow/config.mk <==
export PLATFORM = sky130hd
export DESIGN_NAME = updown_counter
export DESIGN_NICKNAME = updown_counter
export VERILOG_FILES = /design/flow/design.v
export SDC_FILE = /design/flow/constraint.sdc
export NUM_CORES = 4
export LEC_CHECK = 1
export CORE_AREA = 10 10 70 70
export DIE_AREA = 0 0 80 80
==> flow/constraint.sdc <==
current_design updown_counter

set clk_period 2.8
set clk_io_pct 0.2

create_clock -name clk0 -period $clk_period [get_ports {clk}]

set non_clock_inputs [all_inputs -no_clocks]
set_input_delay [expr $clk_period * $clk_io_pct] -clock clk0 $non_clock_inputs
set_output_delay [expr $clk_period * $clk_io_pct] -clock clk0 [all_outputs]
==> ci_impl_report.md <==
## PnR job results

| Metric | Value |
|---|---|
| Average footprint of a synthesized cell | 10.9 um^2 |
| Clock buffer count from CTS | 3 |
| Pre-antenna DRT Iters | 4 |
| Wire length of the first global-routing pass | 1840 um |
| Largest register by flop count | count |
| GRT Residual Overflow | 0 |
| CTS-repair resized insts | 0 |
| Cells after DPL | 100 |
| Post-placement cell area | 639 um^2 |
| Overall track demand over capacity in global routing | 0.0359 |
| Largest net degree at the start of global routing | 9 |
| FP Util | 0.141 |
| Chip Footprint | 6400 um^2 |
| Final number of hold-violating endpoints | 0 |
| Weighted congestion at the end of routability-driven global placement | 0.781 |
| Outcome | finished clean |
| Relative slew margins | 0.758 |
| Largest registers in the final layout | count: 8 flops |
| TritonCTS clock tree | yes |
| Shortest clock period the worst path allows after layout | 2.21 ns |
| Yosys warns | 1 |
| Slowest stage cell, crit path | sky130_fd_sc_hd__clkdlybuf4s50_1 |
| Ratio of cells with drive above 1 in the final layout | 0.0877 |
| Number of buffers inserted to repair setup after CTS | 0 |
| Maximum buffer depth of the clock tree | 2 |
| Crit-path max FO | 7 |
| Synthesized cell area | 482 um^2 |
| Category of cells accounting for the largest share of critical-path delay | buffers and inverters |
| Total power consumption of the routed design | 0.000699 W |
| Worst min-delay path class | register to register |
| Die width | 80 um |
| Crit path cell chain | clkdlybuf4s50_1 > inv_1 > fa_1 > a21oi_1 > o211ai_1 > a21oi_1 > xnor2_1 |
| Area growth from synthesis to layout | 37.4% |
| Highest attainable clock frequency | 0.453 GHz |
| Slew @ Worst Pin | 0.362 ns |
| Count of nets left with antenna violations after detail routing | 0 |
| Number of setup violations in the final report | 0 |
| Number of warnings the tools reported | 25 |
| Power density over the cells | 1060 nW/um^2 |
| Vertical extent of the die | 80 um |
| Placement Rows | 21 |
| Detailed-route wire length | 1010 um |
| Crit end category | register |
| CP Class | primary input to register |
| Filler cell count | 386 |
| Data required time of the worst path | 2.97 ns |
| Insertion delay to the later sink of the worst-skew pair | 0.25 ns |
| Routed via count | 376 |
| Skew final | 0.00174 ns |
| Ratio of final minimum period to clock period | 0.788 |
| Floorplan core area | 3420 um^2 |
| Setup repair after global routing missed its margin | false |
| Vias in the first global route | 406 |
| Clock Sinks | 8 |
| Sequential element share of the synthesized area | 0.416 |
| Yosys-reported design area after synthesis | 482 um^2 |
| Crit path launch type | primary input |
| Max-capacitance violation count | 0 |
| Final antenna diode count | 0 |
| Critical path arrival | 2.38 ns |
| Final std cells w/o fill | 103 |
| Detailed-route wire length per cell | 9.83 um |
| Boundary Pins | 11 |
| Antenna violations before repair | 0 |
| Crit path buf inv count | 2 |
| Final Slew Violations | 0 |
| Maximum single-stage delay on the critical path | 0.50 ns |
| Post-route standard cell area excluding fillers | 662 um^2 |
| Number of buffers inserted for hold repair after clock tree synthesis | 0 |
| HPWL after detailed placement | 829 um |
| Clock slew at the register clock pins of the worst setup and hold paths | 0.05 ns |
| Post-synthesis cell count | 44 |
| Most numerous cell on the critical path | sky130_fd_sc_hd__a21oi_1 |
| Cell total in the yosys stat output | 44 |
| Setup total negative slack | 0 ns |
| Static leakage | 0.267 nW |
| Count of unique library cells instantiated by Yosys | 17 |
| Peak ir drop on the vdd network | 0.207 mV |
| Clock root buffer | sky130_fd_sc_hd__clkbuf_4 |
| Synthesized flop and latch total | 8 |
| Port-buffer cells | 10 |
| Number of flip-flops in the largest register | 8 |
| Drt initial violations | 26 |
| # DRC | 0 |
| Number of H-tree levels | 1 |
| Worst hold slack after final layout | 0.535 ns |
| Number of vias per cell after detailed routing | 3.65 |
cells in the mapped netlist, drive strengths merged:
cell type / instances / area (um^2)
inv: 3 / 11.3
o21bai: 1 / 7.51
a21o: 1 / 7.51
nand2: 3 / 11.3
xnor2: 5 / 43.8
o21ai: 2 / 10.0
ha: 6 / 75.1
dfrtp: 8 / 200
fa: 1 / 20.0
a211oi: 2 / 20.0
a21oi: 5 / 25.0
o211ai: 1 / 7.51
nor2b: 1 / 6.26
nor2: 3 / 11.3
xor2: 1 / 8.76
a41oi: 1 / 16.3
layer usage:
metal / vias to the layer above / global-route usage / share of wire / wire [um]
li1: 186 / - / - / -
met1: 179 / 0.0400 / 0.41 / 414
met2: 9 / 0.0562 / 0.46 / 461
met3: 2 / 0.0239 / 0.12 / 121
met4: 0 / 0.00704 / 0.015 / 15
met5: - / 0 / 0 / 0
stage by stage:
| step | setup slack (ns) | util |
|---|---|---|
| final | 0.593 | 0.194 |
| after floorplan | 1.02 | - |
| after detailed placement | 0.357 | 0.187 |
| after global placement | 0.365 | 0.187 |
| after global routing | 0.453 | 0.194 |
| after CTS | 0.590 | 0.194 |
logic make-up (layout without fill, tap and decap cells):
family,Yosys count,in the layout,synth area share
and+or+nand+nor,7,7,0.0597
xor gates and xnor gates,6,6,0.109
buffers and inverters,3,16,0.0234
adders and majority gates,7,7,0.197
DFF,8,8,0.416
AOI/OAI and AO/OA,13,13,0.195
path summary, 6_finish.rpt:
kind / startpoint / to / slack, ns / cells past startpoint
worst max register to register: count[0] / count[6] / 1.17 / 5
worst min-delay path: count[0] / count[0] / 0.53 / 1
max in group asynchronous: reset / count[0] / 1.95 / 1
worst min register to register: count[0] / count[0] / 0.53 / 1
min in group asynchronous: reset / count[2] / 0.59 / 1
worst max-delay path: updown / count[6] / 0.59 / 7
power by group:
group	leakage, nW	internal, W	switching, W
clock	0.0138	0.0000487	0.0000345
combinational	0.157	0.000233	0.000175
sequential	0.0958	0.000173	0.0000350
final cells by class:
class	instances	area [um^2]	area share
clock buffer	3	22.5	0.0340
timing repair buffer	10	100	0.151
inverter	3	11.3	0.0170
multi-input combinational	33	270	0.408
tap	46	57.6	0.0870
sequential	8	200	0.302
cell usage in the layout (no fill, tap or decap):
| cell | n |
|---|---|
| sky130_fd_sc_hd__xor2_1 | 1 |
| sky130_fd_sc_hd__nor2_1 | 3 |
| sky130_fd_sc_hd__fa_1 | 1 |
| sky130_fd_sc_hd__o211ai_1 | 1 |
| sky130_fd_sc_hd__a21oi_1 | 5 |
| sky130_fd_sc_hd__ha_1 | 6 |
| sky130_fd_sc_hd__inv_1 | 3 |
| sky130_fd_sc_hd__o21ai_0 | 2 |
| sky130_fd_sc_hd__nor2b_1 | 1 |
| sky130_fd_sc_hd__a21o_1 | 1 |
| sky130_fd_sc_hd__a41oi_2 | 1 |
| sky130_fd_sc_hd__clkbuf_4 | 3 |
| sky130_fd_sc_hd__clkdlybuf4s50_1 | 10 |
| sky130_fd_sc_hd__nand2_1 | 3 |
| sky130_fd_sc_hd__xnor2_1 | 5 |
| sky130_fd_sc_hd__a211oi_1 | 1 |
| sky130_fd_sc_hd__a211oi_2 | 1 |
| sky130_fd_sc_hd__o21bai_1 | 1 |
| sky130_fd_sc_hd__dfrtp_1 | 8 |
worst register-to-register path: stages (launching register included):
cell and delay, ns:
sky130_fd_sc_hd__dfrtp_1 0.43, sky130_fd_sc_hd__fa_1 0.44, sky130_fd_sc_hd__a21oi_1 0.22, sky130_fd_sc_hd__o211ai_1 0.13
sky130_fd_sc_hd__a21oi_1 0.19, sky130_fd_sc_hd__xnor2_1 0.14
Power is estimated from default activity; no workload was simulated.
