[config.mk]
export PLATFORM = sky130hd
export DESIGN_NAME = rc_subtractor
export DESIGN_NICKNAME = rc_subtractor
export VERILOG_FILES = /design/flow/design.v
export SDC_FILE = /design/flow/constraint.sdc
export NUM_CORES = 4
export LEC_CHECK = 1
export CORE_AREA = 10 10 70 70
export DIE_AREA = 0 0 80 80
[constraint.sdc]
current_design rc_subtractor

set clk_period 2.0
set clk_io_pct 0.2

create_clock -name clk0 -period $clk_period

set non_clock_inputs [all_inputs -no_clocks]
set_input_delay [expr $clk_period * $clk_io_pct] -clock clk0 $non_clock_inputs
set_output_delay [expr $clk_period * $clk_io_pct] -clock clk0 [all_outputs]
[design.v]
module full_subtractor(
   input x,y,z,
    output b0,di
    );
assign b0=(~x&y)+(~(x^y))&z;
assign di=(x^y)^z;
endmodule
module rc_subtractor(
    input [3:0] a,b,
    input c,
    output [3:0] s,
    output co
    );
	 wire c1,c2,c3;
full_subtractor fa1(a[0],b[0],c,s[0],c1);
full_subtractor fa2(a[1],b[1],c1,s[1],c2);
full_subtractor fa3(a[2],b[2],c2,s[2],c3);
full_subtractor fa4(a[3],b[3],c3,s[3],co);
endmodule
[run.sh]
#!/bin/bash
# OpenROAD 26Q1-2900-gdf79404cd8, Yosys 0.63+post, stock flow scripts
make -C /OpenROAD-flow-scripts/flow DESIGN_CONFIG=/design/flow/config.mk WORK_HOME=/design/flow/orfs finish
==> results.yml <==
# generated from flow reports
synthesis:
  synth_top_area_cells: "sky130_fd_sc_hd__ha_1 30%, sky130_fd_sc_hd__buf_4 18%, sky130_fd_sc_hd__xnor2_1 11%"
  synth-cells-yosys: 22
  mapped_cell_area_um2: 166
  synth_seq_share_pct: 0
  yosys.cell_types.count: 10
  synth_area_per_cell_um2: 7.56
  post_synth_area_from_yosys_stat_um2: 166
  top_area_cell: "sky130_fd_sc_hd__ha_1"
  netlist_instances: 22
  synth_warnings: 0
  netlist_top_cells_count: "4 x sky130_fd_sc_hd__buf_4, 4 x sky130_fd_sc_hd__ha_1, 4 x sky130_fd_sc_hd__inv_1"
  top_cell_area_share_pct: 30.1
finish:
  finalInstanceArea_um2: 414
  final_layout_size_suffix_gt1_share_pct: 51.4
  flops: 0
  layout.clock_buffers: 0
  area_growth_syn_to_layout_pct: 149
  flop_area_um2: 0
critical_path:
  critical_path.endpoint_type: "output port"
  setup.worst_path.start: "b[2]"
  start_kind: "input port"
  setup.worst_path.class: "input port to output port"
  cp.required_ps: 1600
  worstPathMaxFanout: 2
  data_arrival_time_of_the_critical_path_ps: 1590
sta:
  timing.max_slew.rel_slack_pct: 86.2
  number_of_failing_hold_endpoints_at_the_final_stage: 0
  finalCriticalPeriod_ps: 1990
  achievable-frequency_mhz: 502
  maxSlewViolCount: 0
  rsz_0062_raised_after_global_routing: "true"
  ratio_of_final_minimum_period_to_clock_period_pct: 99.6
  tightest_slew_ps: 206
  setup_viol: 0
  timing.setup.tns_ps: 0
status:
  run_status: "complete, no violations"
die:
  die_width_um: 80
  floorplan.initialDensity_pct: 4.87
  design.die.area_um2: 6400
  core_area_um2: 3420
  design.portCount: 14
  die_h_um: 80
  placement_rows: 21
worst_hold_path:
  hold_path_end: "s[2]"
  hold_class: "input port to output port"
  worst_hold_path.num_cells: 4
  min-delay-start: "a[2]"
global_route:
  grt_usage_pct: 1.69
  grt_max_degree: 4
  grt_pass1_vias: 178
  antenna_found_initial: 0
  global_route.overflow_total: 0
  grt_first_pass_wirelength_um: 897
drt:
  final_antenna_net_count: 0
  wl_um: 577
  detailedRoute.firstIterationViolations: 1
  detailedRoute.firstPassIterationCount: 3
  num_vias: 177
  wire_per_inst_um: 6.95
  n_antenna_cell: 0
  drc: 0
  viasPerCell: 2.13
power_and_ir_drop:
  ir_worst_vdd_v: 0.0000569
  power_frac_clock_pct: 0
  powerDensity_nw_per_um2: 357
  total_power_uw: 148
  internal_power_of_the_cells_uw: 97.9
  netSwitchingFraction_pct: 33.7
  power.net_switching_uw: 49.8
  leakagePower_uw: 0.000179
  sequentialPowerShare_pct: 0
  combinational_fraction_of_design_power_pct: 100.0
job:
  maxCapViolCount: 0
  tool_warnings: 33
clocking:
  holdBufCountCts: 0
place:
  place.port_buffers: 14
  routabilityCongestion: 0.753
  placed_cell_area_um2: 342
## through the flow
step | setup WS (ps) | util [%] | std cells | hold slack (ps)
3_3_place_gp | -672 | 10.0 | 79 | 1810
5_1_grt | -38.5 | 12.1 | 83 | 1320
4_1_cts | 0.649 | 12.6 | 83 | 1310
2_1_floorplan | 330 | - | 22 | 962
6_report | 7.02 | 12.1 | 83 | 1310
3_5_place_dp | -681 | 10.0 | 79 | 1820
## critical path, cell delays in order
cell                            delay (ps)
sky130_fd_sc_hd__dlygate4sd2_1         240
sky130_fd_sc_hd__inv_2                  70
sky130_fd_sc_hd__ha_4                  210
sky130_fd_sc_hd__xnor2_4               140
sky130_fd_sc_hd__xnor2_2               140
sky130_fd_sc_hd__buf_4                 140
sky130_fd_sc_hd__xor2_1                140
sky130_fd_sc_hd__buf_2                 110
## layer usage
| layer | GRT usage [%] | up-vias | part of all wire, % |
|---|---|---|---|
| met1 | 2.12 | 73 | 45 |
| met2 | 2.81 | 10 | 42 |
| met5 | 0 | - | 0 |
| met4 | 0 | 0 | 0 |
| li1 | - | 94 | - |
| met3 | 0.682 | 0 | 13 |
## cell type report
class                      count  area (um2)
fill                         391        3000
multi-input combinational     14         196
timing repair buffer          19         145
tap                           46        57.6
inverter                       4        15.0
## power groups by stage
stage                 Combinational [uW]  Sequential [uW]  Clock (uW)
after CTS                            151                0           0
after global routing                 161                0           0
final                                148                0           0
## kinds of logic (layout without fill, tap and decap cells)
kind of cell	after synthesis	after routing	share of synthesized area, %
xor gates and xnor gates	4	4	25.6
adders and majority gates	4	4	30.1
buffers and inverters	8	23	27.1
and+or+nand+nor	6	6	17.3
## repair_timing
item                                    4_1_cts  5_1_grt
resized                                      28        3
pin swaps                                     8        2
buffers inserted                              4        0
endpoints found under the setup margin        5        3
## worst max path at each step
stage	endpoint	slack, ps	depth (start not counted)
finish	co	7	8
global route	co	-40	8
CTS	s[3]	0.6	8
## layout by cell type (no fill, tap or decap), drive strengths merged
| master | instances |
|---|---|
| inv | 4 |
| clkdlybuf4s50 | 3 |
| nor2 | 3 |
| nor2b | 1 |
| dlygate4sd2 | 6 |
| buf | 7 |
| nor3 | 1 |
| and2 | 1 |
| xnor2 | 2 |
| xor2 | 2 |
| ha | 4 |
| clkbuf | 3 |
No activity file was given, so power comes from the tool's default toggle rates.
