--- design.v ---
module alu(
     input [3:0] a,b,
    input [2:0] s,
    output reg [7:0] y
    );
always @(a,b,s) 
begin
case(s)
3'b000:y=a+b;
3'b001:y=a-b;
3'b010:y=a*b;
3'b011:y=a/b;
3'b100:y=a^b;
3'b101:y=~(a&b);
3'b110:y=a<<1;
default:y=(~a)+1;
endcase
end
endmodule
--- run.sh ---
#!/bin/bash
# OpenROAD 26Q1-2900-gdf79404cd8, Yosys 0.63+post, stock flow scripts
make -C /OpenROAD-flow-scripts/flow DESIGN_CONFIG=/design/flow/config.mk WORK_HOME=/design/flow/orfs finish
--- config.mk ---
export PLATFORM = sky130hd
export DESIGN_NAME = alu
export DESIGN_NICKNAME = alu
export VERILOG_FILES = /design/flow/design.v
export SDC_FILE = /design/flow/constraint.sdc
export NUM_CORES = 4
export LEC_CHECK = 1
export CORE_AREA = 10 10 97 97
export DIE_AREA = 0 0 107 107
--- constraint.sdc ---
current_design alu

set clk_period 3.8
set clk_io_pct 0.2

create_clock -name clk0 -period $clk_period

set non_clock_inputs [all_inputs -no_clocks]
set_input_delay [expr $clk_period * $clk_io_pct] -clock clk0 $non_clock_inputs
set_output_delay [expr $clk_period * $clk_io_pct] -clock clk0 [all_outputs]
==> out/metrics.yaml <==
sta:
  setup_viol: 8
  rsz0062_at_grt: "yes"
  setup_ws_ns: -6.44
  period_minus_slack_ns: 10.24
  fin_crit_sh: 2.69
  fmax_mhz: 97.7
  drv_slew: 0
  setup_tns_ns: -25.33
  hold_viol: 0
  timing.slew.headroom: 0.626
  tightestPinTransition_ns: 0.560
global_route:
  grt_max_degree: 23
  grt_usage: 0.145
  grt_first_pass_wirelength_um: 14200
  grt_use_met3: 0.00485
  overflow: 0
  antenna_found_initial: 0
  grtUsageMet2: 0.249
  busiest_layer: "met2"
  grt_pass1_vias: 3057
  use_met1: 0.209
final_layout:
  syn_to_final_growth_pct: 85.1
  ff_count: 0
  seqCellArea_um2: 0
  drive_gt1_frac: 0.484
  nClkBuffers: 0
detailed_routing:
  wirelength_um: 8330
  wl_per_cell_um: 13.7
  routed-via-count: 3080
  first_pass_iters: 4
  ant_nets: 0
  drt_iter0_drc: 137
  drc_errors: 0
  n_antenna_cell: 0
  viasPerCell: 5.07
worst_setup_path:
  crit_fanout: 6
  path_class: "in -> out"
  end_kind: "primary output"
  crit_arrival_ns: 9.48
  cp_common_cell: "buf_4"
  cp_slowest_cell: "or4b_4"
  slowest_delay_ns: 0.50
  start_kind: "input port"
  critPathRequiredTime_ns: 3.04
synth:
  ys_seq_frac: 0
  common_cells: "51 x ha_1, 32 x nor2_1, 31 x a21oi_1, 29 x o21ai_0, 27 x inv_1"
  yosysWarnings: 1
  yosysTopAreaCellShare: 0.274
  netlist_instances: 328
  syn_avg_cell_area_um2: 7.11
  syn_area_mm2: 0.00233
  synth.area.top_cells: "ha_1 27%, a21oi_1 6.7%, o21ai_0 6.2%"
  ys_area_mm2: 0.00233
  yosysTopAreaCell: "ha_1"
  synth.most_common_cell: "ha_1"
  ys_cells: 328
  synth_cell_types: 53
outcome:
  failed_checks: "negative setup slack"
  status: "complete, but fails checks"
floorplanning:
  die_area_mm2: 0.0114
  fp_util: 0.320
  die_w_um: 107
  placementRows: 31
  coreArea_mm2: 0.00729
  io_pins: 19
  die_h_um: 107
job:
  warnings: 43
  cap_viol_max_count: 0
placed_design:
  hpwlAfterDp_um: 5710
  globalplace.congestion: 0.877
  port_buffers: 19
hold_path:
  hold_path.class: "in -> out"
pwr:
  peakVddDrop_v: 0.000119
  power.leakage_nw: 2.09
  power.density_mw_per_mm2: 235
  total_power_mw: 1.01
clocking:
  holdBufCountCts: 0
## cells by family after synthesis
| family | count (synthesis) | share of synthesized area |
|---|---|---|
| fa+ha+maj | 57 | 0.325 |
| compound gates | 115 | 0.324 |
| buf+inv | 35 | 0.0628 |
| xor+xnor | 14 | 0.0526 |
| other cells | 1 | 0.00161 |
| simple gates | 99 | 0.200 |
| mux | 7 | 0.0343 |
## final cells by class
type / count / area, um2
inverters: 27 / 106
fillers: 612 / 2980
well taps: 99 / 124
multi-input cells: 296 / 2590
repair buffers: 185 / 1500
## power breakdown
| part | internal (mW) | leakage, nW | switching [mW] |
|---|---|---|---|
| registers | 0 | 0 | 0 |
| logic | 0.562 | 2.09 | 0.451 |
| clock network | 0 | 0 | 0 |
## metal layers
layer,wire (um),part of all wire
met1,4180,0.50
met4,18,0.0022
met3,209,0.025
met2,3920,0.47
met5,0,0
## cells in the final DEF, fill, tap and decap left out, types with 4 or more instances in the layout
cell type  count
a21o_1         6
a21oi_1       21
a21oi_2        8
buf_2          8
buf_4        144
buf_6         21
conb_1         4
fa_1           5
ha_1          37
ha_4          14
inv_1         21
inv_2          4
nand2_1       23
nor2_1        28
nor2b_1        4
nor3_1        15
o21a_1        11
o21ai_0       21
o21ai_1        5
o21ai_2        4
o31ai_1        4
xnor2_1       10
xor2_1         4
## metrics by stage
stage                     cell area [um2]  utilization  instances  hold WS, ns  setup slack (ns)
after floorplan                      2460            -        331         1.65             -6.02
after global placement               3500        0.480        544         2.71             -6.87
after detailed placement             3500        0.480        544         2.72             -7.06
after CTS                            4120        0.565        601         2.13             -6.48
after global routing                 4320        0.592        607         2.17             -6.94
final                                4320        0.592        607         2.12             -6.44
## critical path: cells and delay by family
family          cells  cell delay (ns)
buf+inv            14             1.59
mux                 2             0.40
simple gates       12             2.23
fa+ha+maj           6             1.55
compound gates     18             2.91
## path summary, 6_finish.rpt
kind | start | endpoint | depth (start not counted)
min | b[3] | y[5] | 6
max | b[2] | y[0] | 52
## repair_timing
action | CTS | global route
endpoints found under the setup margin | 8 | 8
pin swaps | 61 | 48
resized | 103 | 29
buffers inserted | 58 | 9
No activity file was given, so power comes from the tool's default toggle rates.
